`/design/flow/run.sh`:
```
#!/bin/bash
# OpenROAD 26Q1-2900-gdf79404cd8, Yosys 0.63+post, stock flow scripts
make -C /OpenROAD-flow-scripts/flow DESIGN_CONFIG=/design/flow/config.mk WORK_HOME=/design/flow/orfs finish
```
`/design/flow/config.mk`:
```
export PLATFORM = sky130hd
export DESIGN_NAME = sub
export DESIGN_NICKNAME = sub
export VERILOG_FILES = /design/flow/design.v
export SDC_FILE = /design/flow/constraint.sdc
export NUM_CORES = 4
export LEC_CHECK = 1
export CORE_AREA = 10 10 70 70
export DIE_AREA = 0 0 80 80
```
`/design/flow/constraint.sdc`:
```
current_design sub

set clk_period 2.5
set clk_io_pct 0.2

create_clock -name clk0 -period $clk_period

set non_clock_inputs [all_inputs -no_clocks]
set_input_delay [expr $clk_period * $clk_io_pct] -clock clk0 $non_clock_inputs
set_output_delay [expr $clk_period * $clk_io_pct] -clock clk0 [all_outputs]
```
`/design/flow/design.v`:
```
module fa(a, b, ci, sum, co);
    input a, b, ci;
    output sum, co;
    assign { co, sum } = ci + a + b;
endmodule
module add4 ( a, b, ci, sum, co);
    input [3:0] a, b;
    input ci;
    output [3:0] sum;
    output co;
    wire [2:0] ca;
    fa f0(a[0], b[0], ci, sum[0], ca[0]);
    fa f1(a[1], b[1], ca[0], sum[1], ca[1]);
    fa f2(a[2], b[2], ca[1], sum[2], ca[2]);
    fa f3(a[3], b[3], ca[2], sum[3], co);
endmodule
module sub( a, b, diff );
    input [3:0] a, b;
    output [3:0] diff;
    wire dummy;  
    add4 a1(a, ~b, 1'b1, diff, dummy);
endmodule
```
==> run summary <==
Pleak = 0.000119 uW
HP Start = b[0]
final count of negative-setup-slack endpoints = 0
critical path type = primary input to output pin
Clock Power Share = 0%
Gate power share = 100.0%
chip width = 80 um
ANT nets after route = 0
CP cell instances = dlygate4sd2_1, inv_1, fa_2, fa_2, inv_1, dlygate4sd2_1
Floorplan Utilization = 3.77%
GPL Wtd Cong = 0.799
Pre-antenna DRT Iters = 2
Placed Area = 277 um2
antenna violations before repair = 0
tool warning count = 32
WL/cell = 6.01 um
IO Port Bufs = 12
synth cell count leaders = inv_1, buf_4, fa_1
outcome = complete, no violations
top-count cell post-synth = inv_1
register area = 0 um2
Layout area overhead = 110%
Int Power = 30.7 uW
initial drt markers = 2
Vias = 104
Finished Layout Cells = 68
CP Capture Type = output pin
Cells after DPL = 68
distinct lib cells = 5
Final Util = 7.91%
share of layout cells above drive strength 1 = 22.7%
Worst-Margin Slew = 0.0956 ns
register share after synthesis = 0%
cells after synthesis = 14
Crit path required time = 2.00 ns
sequential share of power = 0%
Yosys Chip Area = 129 um2
post-CTS setup buffers = 0
fmax = 0.415 GHz
Die Ht = 80 um
antenna fix cells = 0
io pins = 12
net switching power = 11.9 uW
fin crit period = 2.41 ns
setup TNS = 0 ns
worst hold path type = primary input to output pin
flop count = 0
hold depth = 4
Max Cap Viol = 0
CP max FO = 1
Final period util = 96.5%
max-slew violation count = 0
overall routing resource usage = 1.21%
die footprint = 6400 um2
Final Instance Area = 270 um2
vias in the first global route = 109
Max VDD drop = 0.0204 mV
switch share = 27.9%
Power Density = 158 nW/um2
Synth Warn # = 0
unrepaired setup endpoints after global routing = no
row cnt = 21
Fill cells = 407
GRT overflow = 0
largest net degree at the start of global routing = 2
yosys cell count = 14
Cell area leaders = fa_1, buf_4, xor3_1
Synth area leader = fa_1
final hold slack = 1.65 ns
core area = 3420 um2
Hold Fails Final Rpt = 0
slowest CP cell = fa_2
CP Launch Type = primary input
vias per inst = 1.53
Avg Cell Area, Syn = 9.21 um2
synthesized cell area = 129 um2
# DRC = 0
hold buffer count at cts = 0
max incr delay on CP = 0.52 ns
Area leader share = 31.1%
first-pass GRT wire length = 621 um
drt total wl = 409 um
Clock buffer cells = 0
relative slew slack = 93.6%
WHS Endpoint = diff[0]
Worst EP arrival = 1.91 ns
Post-DP HPWL = 399 um
==> power by group through the flow <==
stage | combinational (uW) | sequential, uW | clock [uW]
global route | 47.6 | 0 | 0
finish | 42.6 | 0 | 0
CTS | 44.6 | 0 | 0
==> cells by family after synthesis <==
logic type	synth area share (%)
buffers and inverters	40.8
adder cells (fa/ha/maj)	40.8
XOR/XNOR	18.4
==> worst max-delay path, delay by kind of cell <==
family / cells / cell delay (ns)
adder cells (fa/ha/maj): 2 / 0.90
buffers and inverters: 4 / 0.51
==> layout by cell type (no fill, tap or decap), drive strengths merged <==
| cell | count |
|---|---|
| inv | 6 |
| ha | 1 |
| fa | 2 |
| xor3 | 1 |
| dlygate4sd2 | 3 |
| clkdlybuf4s50 | 6 |
| clkdlybuf4s15 | 1 |
| buf | 2 |
==> routing by layer <==
layer | part of all wire (%) | vias up | GRT usage (%)
li1 | - | 50 | -
met1 | 39 | 44 | 1.53
met2 | 28 | 10 | 1.36
met3 | 32 | 0 | 1.36
met4 | 0 | 0 | 0
met5 | 0 | - | 0
==> worst max-delay path by stage <==
stage | from | to | slack, ns
after CTS | b[0] | diff[2] | 0.02
after global routing | a[1] | diff[2] | 0.03
final | a[1] | diff[2] | 0.09
==> repair_timing <==
action | CTS | global route
gates cloned | 0 | 0
pin swaps | 4 | 2
gates resized | 14 | 0
setup endpoints to repair | 3 | 2
==> final cells by class <==
class | count | area, um2 | share of cell area, %
timing repair buffer | 12 | 106 | 39.4
tap | 46 | 57.6 | 21.3
multi-input combinational | 4 | 83.8 | 31.0
inverter | 6 | 22.5 | 8.33
==> metrics by stage <==
step / setup slack (ns) / power [uW]
6_report: 0.0883 / 42.6
3_5_place_dp: -0.818 / 49.6
3_3_place_gp: -0.800 / 48.5
5_1_grt: 0.0261 / 47.6
4_1_cts: 0.0221 / 44.6
2_1_floorplan: 0.0835 / 26.3
Power and IR drop assume default switching activity.
